<file path="design/flow/design.v">
module counter (
    input  logic clk,
    input  logic rst_n,
    output logic [3:0] count
);
    always_ff @(posedge clk) begin
        if (!rst_n)
            count <= 4'd0;
        else
            count <= count + 4'd1;
    end
endmodule
</file>
<file path="design/flow/run.sh">
#!/bin/bash
# OpenROAD 26Q1-2900-gdf79404cd8, Yosys 0.63+post, stock flow scripts
make -C /OpenROAD-flow-scripts/flow DESIGN_CONFIG=/design/flow/config.mk WORK_HOME=/design/flow/orfs finish
</file>
<file path="design/flow/config.mk">
export PLATFORM = sky130hd
export DESIGN_NAME = counter
export DESIGN_NICKNAME = counter
export VERILOG_FILES = /design/flow/design.v
export SDC_FILE = /design/flow/constraint.sdc
export NUM_CORES = 4
export LEC_CHECK = 1
export CORE_AREA = 10 10 70 70
export DIE_AREA = 0 0 80 80
export SYNTH_HDL_FRONTEND = slang
</file>
<file path="design/flow/constraint.sdc">
current_design counter

set clk_period 1.2
set clk_io_pct 0.2

create_clock -name clk0 -period $clk_period [get_ports {clk}]

set non_clock_inputs [all_inputs -no_clocks]
set_input_delay [expr $clk_period * $clk_io_pct] -clock clk0 $non_clock_inputs
set_output_delay [expr $clk_period * $clk_io_pct] -clock clk0 [all_outputs]
</file>
==> results.yml <==
# physical design summary
status:
  status: "finished, final reports clean"
routing:
  route.detailed.drc: 0
  n_antenna_cell: 0
  vias: 110
  drt-initial-drc-count: 1
  antenna_left: 0
  dr.pass1.iters: 2
  via_per_inst: 1.62
  routed_wl_um: 391
  wl_per_cell_um: 5.75
logic_synthesis:
  yosys_cells: 13
  synth_area_per_cell_um2: 11.2
  top_logic_kind: "simple AND/OR/NAND/NOR gates"
  topCellsByArea: "dfxtp_1 (55%), and2_1 (8.6%), ha_1 (8.6%)"
  synth_cell_types: 9
  yosys_warnings: 0
  simple_gate_area_frac: 0.233
  ys.flops: 4
  ys_seq_frac: 0.552
  synthCells: 13
  synthAdderAreaFrac: 0.0862
  yosysChipArea_um2: 145
  synth-xor-area-share: 0.0603
  mux_share: 0.0690
  netlist_area_um2: 145
  aoi_share: 0
  largest_area_cell: "dfxtp_1"
  yosysTopAreaCellShare: 0.552
global_route:
  antenna_found_initial: 0
  grt_pass1_vias: 143
  grt_max_degree: 6
  track_usage: 0.0155
  grt_pass1_wl_um: 703
  grt_overflow: 0
sta:
  fin_crit_ps: 1070
  tightest_slew_ps: 113
  hold_viol: 0
  rsz0062_at_grt: "no"
  fin_crit_sh: 0.896
  finClkSkew_ps: 2.87
  slew_headroom: 0.923
  tns_ps: 0
  final_max_slew_viol_count: 0
  finalSetupViolCount: 0
  fmax_ghz: 0.930
clocking:
  clk_pin_slew_ps: 40
  cts_tree: "done"
  cts_buffers: 3
  clock_sinks: 4
  clockBufferDepth: 2
  insertion_delay_ps: 240
  clockRootBuffer: "clkbuf_4"
  h-tree-depth: 1
final_layout:
  top_register: "count"
  largest_registers: "count: 4 flops"
  drive_gt1_frac: 0.364
  largest_reg_flops: 4
  fin_cells: 68
  syn2layout_area_growth_pct: 94.8
worst_setup_path:
  cp_num_cells: 1
  critPathRequiredTime_ps: 960
  worstSetupPathType: "register to output pin"
  arrival_ps: 830
  r2r_cells: 3
  cp-start-kind: "register"
  worstSetupEndpointType: "output pin"
  slowest_delay_ps: 330
  critPathTopFamily: "flip-flops"
  crit_path_cell_trace: "dlygate4sd2_1"
  slowest_stage: "dfxtp_2"
  critical_path_buf_inv_count: 1
  path_max_fanout: 4
die:
  die_w_um: 80
  die_h_um: 80
  ioPinCount: 6
  fp_util: 0.0425
  rows: 21
  core-area_mm2: 0.00342
  chip_area_mm2: 0.00640
min_path:
  hold_depth: 1
  min_path_type: "register to register"
run:
  warnings: 25
  maxCapViolations: 0
placement:
  gp_congestion: 0.591
  port_buffers: 5
  dp.cells: 64
  place_hpwl_um: 293
power:
  irDropWorstVdd_v: 0.000671
  power_density_mw_per_mm2: 1260
  leakagePower_uw: 0.000127
==> cells by family after synthesis <==
family / Yosys count
and+or+nand+nor: 6
DFF: 4
xor gates and xnor gates: 1
muxes: 1
adders and majority gates: 1
==> metrics by stage <==
| stage | utilization | setup WS (ps) | cell area (µm²) | power [µW] | hold WS [ps] |
|---|---|---|---|---|---|
| 2_1_floorplan | - | 324 | 145 | 159 | 362 |
| 3_5_place_dp | 0.0740 | 83.6 | 253 | 186 | 455 |
| 4_1_cts | 0.0828 | 128 | 283 | 360 | 426 |
| 3_3_place_gp | 0.0740 | 98.9 | 253 | 184 | 448 |
| 6_report | 0.0828 | 125 | 283 | 356 | 427 |
| 5_1_grt | 0.0828 | 101 | 283 | 387 | 446 |
==> where the power goes <==
group,switching (µW),internal (µW)
sequential,7.07,144
combinational,10.5,18.4
clock,63.9,113
total,81.5,275
==> Yosys cell counts <==
| cell type | number |
|---|---|
| and2_1 | 2 |
| mux2i_1 | 1 |
| nand3_1 | 1 |
| ha_1 | 1 |
| nand2_1 | 1 |
| nand2b_1 | 1 |
| dfxtp_1 | 4 |
| nor2b_1 | 1 |
| xor2_1 | 1 |
==> worst register-to-register path, delay by kind of cell (launching register included) <==
family | cells | cell delay [ps]
XOR/XNOR | 1 | 140
adder cells (fa/ha/maj) | 1 | 200
flip-flops | 1 | 330
AND/OR/NAND/NOR | 1 | 150
==> worst paths after layout <==
path | start | to | slack [ps]
min reg2reg | count[0] | count[0] | 430
min | count[0] | count[0] | 430
max reg2reg | count[0] | count[2] | 270
max | count[0] | count[0] | 130
==> layout by cell type, fill, tap and decap left out <==
cell type        synthesis  routed
and2_1                   2       2
buf_4                    0       1
clkbuf_4                 0       3
clkdlybuf4s50_1          0       1
dfxtp_2                  0       4
dlygate4sd2_1            0       4
ha_1                     1       1
mux2i_1                  1       1
nand2_1                  1       1
nand2b_1                 1       1
nand3_1                  1       1
nor2b_1                  1       1
xor2_1                   1       1
==> layout make-up <==
type,instances,area [µm²]
fillers,410,3130
flip-flops and latches,4,85.1
multi-input cells,9,65.1
well taps,46,57.6
repair buffers,6,52.6
clock buffers,3,22.5
==> per-layer routing <==
| metal | routed length [µm] | vias to the layer above | track usage |
|---|---|---|---|
| met3 | 69 | 0 | 0.0182 |
| li1 | - | 60 | - |
| met4 | 0 | 0 | 0.00176 |
| met5 | 0 | - | 0 |
| met1 | 261 | 41 | 0.0266 |
| met2 | 60 | 9 | 0.00803 |
==> timing repair <==
| action | in CTS | in global routing |
|---|---|---|
| resized | 8 | 0 |
| setup buffers | 1 | 0 |
| hold buffers | 0 | 0 |
| endpoints found under the setup margin | 4 | 0 |
Power and IR drop assume default switching activity.
